$ cat flow/run.sh
#!/bin/bash
# OpenROAD 26Q1-2900-gdf79404cd8, Yosys 0.63+post, stock flow scripts
make -C /OpenROAD-flow-scripts/flow DESIGN_CONFIG=/design/flow/config.mk WORK_HOME=/design/flow/orfs finish
$ cat flow/config.mk
export PLATFORM = sky130hd
export DESIGN_NAME = Second_counter
export DESIGN_NICKNAME = Second_counter
export VERILOG_FILES = /design/flow/design.v
export SDC_FILE = /design/flow/constraint.sdc
export NUM_CORES = 4
export LEC_CHECK = 1
export CORE_AREA = 10 10 70 70
export DIE_AREA = 0 0 80 80
$ cat flow/constraint.sdc
current_design Second_counter

set clk_period 1.9
set clk_io_pct 0.2

create_clock -name clk0 -period $clk_period [get_ports {clk}]

set non_clock_inputs [all_inputs -no_clocks]
set_input_delay [expr $clk_period * $clk_io_pct] -clock clk0 $non_clock_inputs
set_output_delay [expr $clk_period * $clk_io_pct] -clock clk0 [all_outputs]
$ cat flow/design.v
`timescale 1ns/1ps
module Second_counter #(
    parameter pSECOND_CNT_VALUE=99,
    parameter pMAX_VAL=pSECOND_CNT_VALUE
)
(
    input wire clk,  
    input wire en,
    input wire rst_n,
    output wire last,
    output wire pre_last,
    output reg [6:0] count  
);
  reg [6:0] int_count;
  initial begin
    int_count = pMAX_VAL;
    count = pMAX_VAL;
  end
  always @(posedge clk or negedge rst_n) begin
    if(!rst_n) begin
      int_count <= pMAX_VAL;
      count <= pMAX_VAL;
    end
    else if(en) begin
      if(int_count > 0) begin
        int_count <= int_count - 1;
        count <= int_count - 1;
      end
      else begin
        int_count <= pMAX_VAL;
        count <= pMAX_VAL;
      end
    end
  end
  assign last = (int_count == 0) ? 1'b1 : 1'b0;     
  assign pre_last = (int_count == 1) ? 1'b1 : 1'b0;  
endmodule
==> results.yml <==
# yosys + openroad results
outcome:
  outcome: "complete, but fails checks"
  failed_checks: "setup timing"
drt:
  antennaDiodeCount: 0
  route.antenna.remaining_nets: 0
  wl_per_cell_um: 10.4
  first_iter_violations: 18
  vias_per_cell: 3.58
  drt_first_pass_iters: 4
  vias: 376
  wl_mm: 1.09
  drcViolationCount: 0
synthesis:
  ys_types: 22
  ys_cells: 36
  syn-cell-area_um2: 384
  synth_async_sr_flop_share: 1.00
  avgSynthCellArea_um2: 10.7
  top_area_cell: "dfstp_2"
  top_cells_by_area: "dfstp_2, dfrtp_1, ha_1"
  yosysWarnings: 1
  yosys_most_used_dff: "dfstp_2"
  common_cells: "dfstp_2, dfrtp_1, inv_1"
  ys_ff: 7
  syn_inst: 36
  top_area_frac: 0.274
  synth.most_common_cell: "dfstp_2"
  edf_count: 0
  yosys_area_um2: 384
  ys_seq_frac: 0.469
floorplan:
  fp_util: 0.112
  ioPinCount: 12
  die_w_um: 80
  rows: 21
  dieHeight_um: 80
  dieArea_um2: 6400
  core_um2: 3420
worst_setup_path:
  crit_path_max_incr_delay_ns: 0.55
  critical_path.slowest_cell: "or4_4"
  start_kind: "flop"
  worstSetupEndpointType: "primary output"
  crit_top_cell: "buf_6"
  crit_fanout: 2
  rr_worst_depth: 6
  required_ns: 1.52
  timing.rr.start: "count[0]"
  r2r_end: "count[5]"
  critical_path_class: "flop to primary output"
  path_cells: "or4_4 -> nor2_4 -> buf_6 -> and2_4 -> buf_6"
  rrSetupSlack_ns: 0.38
  crit_arrival_ns: 1.57
placed_design:
  place_inst: 100
  dp_slack_ns: -0.0771
  postPlaceCellArea_um2: 604
  hpwl_um: 867
  gp_congestion: 0.765
  port_buffers: 11
final_layout:
  fin_cells: 105
  final_area_um2: 641
  drive_gt1_frac: 0.390
  fillers: 389
  largest_register_ffs: 7
  top_regs: "count x7"
  syn_to_final_growth_pct: 66.8
  top_register: "count"
grt:
  busiest_layer: "met1"
  grt_use_met3: 0.0227
  grt.overflow.total: 0
  antenna_found_initial: 0
  gr-usage-met2: 0.0457
  grt_pass1_wl_mm: 1.85
  first_global_vias: 365
  grt_usage: 0.0361
  use_met1: 0.0520
  grt_max_degree: 9
power:
  peakVddDrop_v: 0.000680
  cellLeakagePower_nw: 0.266
  power.total_mw: 1.02
  p_per_area_nw_per_um2: 1600
timing:
  whs_ns: 0.385
  worst_slack_ns: -0.0507
  slew_viol_final: 0
  slew-limit-headroom: 0.775
  finalSetupViolations: 1
  maxClockFrequency_mhz: 513
  finalClockPeriodUsage: 1.03
  max_slew.worst_pin.slew_ns: 0.333
  min_period_ns: 1.95
  rsz0062_at_grt: "true"
  hold_viol_final: 0
  clock-skew-final_ns: 0.000105
cts:
  numCtsBuffers: 3
  cts_root_buf: "clkbuf_4"
  clk_latency_ns: 0.25
  clock-sinks: 7
  ctsHtreeMaxLevel: 1
  hold_buffers: 0
  clk_pin_slew_ns: 0.05
  clockBufferDepth: 2
  cts_tree: "built"
worst_hold_path:
  hold_path.class: "input port to async pin"
run:
  warnings: 28
  cap_viol_max_count: 0
-- worst max path at each step --
stage / from / to / slack (ns) / cells after the start
6_report: count[5] / pre_last / -0.05 / 5
5_1_grt: count[5] / pre_last / -0.12 / 5
4_1_cts: count[4] / pre_last / -0.09 / 5
-- repair_timing --
item,4_1_cts,5_1_grt
gates resized,8,1
pin swaps,4,2
setup endpoints to repair,2,2
setup buffers,1,0
-- critical path, delay by kind of cell, from the launching register on --
kind	cells	cell delay, ns
buffers and inverters	2	0.17
DFF	1	0.37
and+or+nand+nor	3	0.78
-- kinds of logic after synthesis --
logic type / count (synthesis) / share of synthesized area
compound gates: 9 / 0.166
xor+xnor: 3 / 0.0684
fa+ha+maj: 2 / 0.0651
buf+inv: 3 / 0.0293
flops: 7 / 0.469
simple gates: 12 / 0.202
-- where the power goes --
part / leakage [nW] / total, mW / switching (mW) / internal, mW
combinational: 0.172 / 0.526 / 0.190 / 0.337
clock: 0.0150 / 0.140 / 0.0594 / 0.0804
sequential: 0.0789 / 0.357 / 0.0971 / 0.260
total: 0.266 / 1.02 / 0.346 / 0.677
-- layout by cell type (no fill, tap or decap) --
master | Yosys | layout
o41ai_1 | 1 | 1
ha_1 | 2 | 2
xor2_1 | 2 | 2
xnor2_1 | 1 | 1
inv_1 | 3 | 3
nor2_4 | 1 | 1
dfrtp_1 | 3 | 3
a31oi_1 | 1 | 1
or4_4 | 1 | 1
or3_1 | 1 | 1
clkdlybuf4s50_1 | 0 | 9
and2_1 | 2 | 1
clkbuf_1 | 0 | 1
nor2_1 | 2 | 2
clkbuf_4 | 0 | 3
a21oi_1 | 1 | 1
dfstp_2 | 4 | 4
a31o_2 | 1 | 1
o32a_1 | 1 | 1
nor2_2 | 1 | 1
nor4b_1 | 1 | 1
buf_6 | 0 | 2
o31ai_1 | 2 | 2
nand2_1 | 2 | 2
and2_4 | 0 | 1
o21ai_0 | 2 | 2
or2_2 | 1 | 1
buf_2 | 0 | 1
buf_4 | 0 | 7
-- through the flow --
stage / TNS, ns / util
2_1_floorplan: 0 / -
3_3_place_gp: -0.158 / 0.177
3_5_place_dp: -0.147 / 0.177
4_1_cts: -0.102 / 0.186
5_1_grt: -0.163 / 0.188
6_report: -0.0507 / 0.188
-- layout make-up --
type | count | area, um2 | area share
multi-input combinational | 26 | 195 | 0.305
clock buffer | 4 | 26.3 | 0.0410
sequential | 7 | 180 | 0.281
inverter | 3 | 11.3 | 0.0176
tap | 46 | 57.6 | 0.0898
timing repair buffer | 19 | 170 | 0.266
-- metal layers --
layer	routed length, um	share of wire	vias to the layer above
met2	404	0.37	20
met3	119	0.11	0
met1	570	0.52	178
met5	0	0	-
met4	0	0	0
li1	-	-	178
Power is estimated from default activity; no workload was simulated.
