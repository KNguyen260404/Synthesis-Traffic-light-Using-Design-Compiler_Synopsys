**/design/flow/design.v**
```verilog
`timescale 1ns/1ps
module Light_Counter #(
  parameter pGREEN_INIT_VAL = 14,
  parameter pYELLOW_INIT_VAL = 2,
  parameter pRED_INIT_VAL = 17,
  parameter pCNT_WIDTH = 5,  
  parameter pINIT_WIDTH = 3
)
(
  input wire clk,
  input wire en,
  input wire rst_n,
  input wire [pINIT_WIDTH-1:0] init,
  output wire last,
  output reg [pCNT_WIDTH-1:0] cnt_out
);
  parameter pGREEN_IDX = 0;
  parameter pYELLOW_IDX = 1;
  parameter pRED_IDX = 2;
  initial begin
    cnt_out = pYELLOW_INIT_VAL;
  end
  always @(posedge clk or negedge rst_n) begin
    if(!rst_n) begin
      cnt_out <= pYELLOW_INIT_VAL;
    end
    else if(init[pGREEN_IDX]) begin
      cnt_out <= pGREEN_INIT_VAL;
    end
    else if(init[pYELLOW_IDX]) begin
      cnt_out <= pYELLOW_INIT_VAL;
    end
    else if(init[pRED_IDX]) begin
      cnt_out <= pRED_INIT_VAL;
    end 
    else if(en) begin
      if(cnt_out != 0) begin
        cnt_out <= cnt_out - 1;
      end
    end
  end
  assign last = (cnt_out == 0) ? 1'b1 : 1'b0;
endmodule
```
**/design/flow/run.sh**
```bash
#!/bin/bash
# OpenROAD 26Q1-2900-gdf79404cd8, Yosys 0.63+post, stock flow scripts
make -C /OpenROAD-flow-scripts/flow DESIGN_CONFIG=/design/flow/config.mk WORK_HOME=/design/flow/orfs finish
```
**/design/flow/config.mk**
```make
export PLATFORM = sky130hd
export DESIGN_NAME = Light_Counter
export DESIGN_NICKNAME = Light_Counter
export VERILOG_FILES = /design/flow/design.v
export SDC_FILE = /design/flow/constraint.sdc
export NUM_CORES = 4
export LEC_CHECK = 1
export CORE_AREA = 10 10 70 70
export DIE_AREA = 0 0 80 80
```
**/design/flow/constraint.sdc**
```tcl
current_design Light_Counter

set clk_period 3.6
set clk_io_pct 0.2

create_clock -name clk0 -period $clk_period [get_ports {clk}]

set non_clock_inputs [all_inputs -no_clocks]
set_input_delay [expr $clk_period * $clk_io_pct] -clock clk0 $non_clock_inputs
set_output_delay [expr $clk_period * $clk_io_pct] -clock clk0 [all_outputs]
```
==> flow_metrics.env <==
# implementation run metrics
export IMPL_cpMostUsedCell="inv_1"
export IMPL_die_w_um=80
export IMPL_die_area_um2=6400
export IMPL_vias=276
export IMPL_top_logic_kind="AND-OR/OR-AND gates"
export IMPL_place_congestion=0.7819
export IMPL_start_kind="register"
export IMPL_ys_sh_aoi_pct=24.12
export IMPL_mux_share_pct=0
export IMPL_worst_path_buf_inv=3
export IMPL_topCellsByArea="dfrtp_1 (35%), dfstp_2 (9.2%), o31ai_1 (5.3%)"
export IMPL_dp_worst_setup_slack_ns=1.130
export IMPL_clk_latency_ns=0.23
export IMPL_hold_viol_final=0
export IMPL_largest_reg_flops=5
export IMPL_route_detailed_drc=0
export IMPL_synth_top_area_share_pct=35.09
export IMPL_io_buffers=11
export IMPL_yosys_area_um2=285.3
export IMPL_yosys_warnings=1
export IMPL_grt_pass1_wl_mm=1.262
export IMPL_antenna_found_initial=0
export IMPL_finalSetupTns_ns=0
export IMPL_setup_slack_ns=0.8720
export IMPL_cp_required_ns=2.88
export IMPL_cts_resized=0
export IMPL_cts_tree="done"
export IMPL_antenna_left=0
export IMPL_xor_area_share_pct=0
export IMPL_simple_gate_share_pct=23.25
export IMPL_clk_path_buf_depth=2
export IMPL_clock_sinks=5
export IMPL_p_leak_nw=0.1822
export IMPL_ys_cells=28
export IMPL_max_stage_delay_ns=0.52
export IMPL_path_max_fanout=6
export IMPL_grt_max_degree=8
export IMPL_gr_total_overflow=0
export IMPL_r2r_setup_slack_ns=1.80
export IMPL_synth_area_um2=285.3
export IMPL_track_usage_pct=2.531
export IMPL_finalSetupViolCount=0
export IMPL_synthCells=28
export IMPL_wl_um=840
export IMPL_cts_buffers=3
export IMPL_power_density_nw_per_um2=317.6
export IMPL_critical_path_class="register to output port"
export IMPL_tightest_slew_ns=0.2520
export IMPL_die_h_um=80
export IMPL_initCoreUtil_pct=8.352
export IMPL_slew_headroom_pct=83.06
export IMPL_maxClockFrequency_mhz=366.6
export IMPL_total_power_mw=0.1522
export IMPL_cp_cell_sequence="inv_1 > ha_1 > or4b_4 > inv_1 > clkdlybuf4s50_1"
export IMPL_postCtsHoldBufs=0
export IMPL_holdCritPathClass="register to register"
export IMPL_adder_share_pct=4.386
export IMPL_critPathSlowestCell="or4b_4"
export IMPL_regMostFlops="cnt_out"
export IMPL_synth_area_per_cell_um2=10.19
export IMPL_final_layout_size_suffix_gt1_share_pct=20.93
export IMPL_io_pins=12
export IMPL_htree_num_levels=1
export IMPL_drt_pass1_iterations=4
export IMPL_warnings=25
export IMPL_drt_wirelength_per_cell_um=9.438
export IMPL_rsz0062_at_grt="no"
export IMPL_synth_top_cell_by_area="dfrtp_1"
export IMPL_fin_skew_ns=0.002322
export IMPL_grt_pass1_vias=264
export IMPL_min_period_over_period_pct=75.78
export IMPL_maxSlewViolCount=0
export IMPL_clkTransAtPathRegs_ns=0.04
export IMPL_ys_seq_share_pct=44.30
export IMPL_core_um2=3416
export IMPL_period_minus_slack_ns=2.728
export IMPL_maxCapViolCount=0
export IMPL_rows=21
export IMPL_largestRegisters="cnt_out: 5 flops"
export IMPL_status="finished clean"
export IMPL_cts_root_buf="clkbuf_4"
export IMPL_crit_arrival_ns=2.01
export IMPL_irDropWorstVdd_mv=0.07785
export IMPL_ys_flops=5
export IMPL_routed_via_density=3.101
export IMPL_synth_cell_types=19
export IMPL_final_cell_area_um2=479.2
export IMPL_critPathTopFamily="buffers and inverters"
export IMPL_cts_setup_buffers=0
export IMPL_syn2layout_area_growth_pct=67.98
export IMPL_placed_area_um2=452.9
export IMPL_first_iter_violations=3
export IMPL_cp_end_kind="output port"
export IMPL_num_antenna_cells=0
-- through the flow --
step | std cells | hold WS (ns) | utilization (%)
4_1_cts | 89 | 0.5877 | 14.03
6_report | 89 | 0.5855 | 14.03
3_3_place_gp | 85 | 0.5728 | 13.26
5_1_grt | 89 | 0.6104 | 14.03
3_5_place_dp | 85 | 0.5809 | 13.26
2_1_floorplan | 28 | 0.4244 | -
-- area by class of cell --
type	count	area, um2
clock buffer	4	26.28
fill	399	2937
inverter	3	11.26
multi-input combinational	20	147.6
sequential	5	126.4
tap	46	57.56
timing repair buffer	11	110.1
-- synthesized netlist by cell type (all sizes together) --
library cell,instances
and3,2
nand4,1
nor2,2
dfstp,1
inv,3
dfrtp,4
a31oi,2
or3,1
a21oi,2
nand2,1
o21a,1
o31ai,2
or4b,2
ha,1
o21ai,1
o31a,2
-- path summary, 6_finish.rpt --
check                           start    endpoint  depth (start not counted)
setup / recovery           cnt_out[0]        last                          5
hold / removal             cnt_out[2]  cnt_out[2]                          1
setup reg to reg           cnt_out[0]  cnt_out[0]                          5
hold reg to reg            cnt_out[2]  cnt_out[2]                          1
max in group asynchronous       rst_n  cnt_out[1]                          1
min in group asynchronous       rst_n  cnt_out[2]                          1
-- layer usage --
layer | track usage, % | wire, um | vias to the layer above
met5 | 0 | 0 | -
met4 | 1.056 | 21 | 0
met3 | 1.136 | 40 | 2
met2 | 4.896 | 506 | 7
met1 | 2.145 | 271 | 129
li1 | - | - | 138
-- layout by cell type, fill, tap and decap left out --
cell type,n
or4b_4,1
o21ai_0,1
nor2_1,2
or3_1,1
inv_1,3
o31ai_1,2
a31oi_1,2
clkdlybuf4s50_1,11
clkbuf_1,1
nand2_1,1
o31a_1,1
dfrtp_1,4
nand4_1,1
ha_1,1
and3_2,1
or4b_2,1
o31a_2,1
and3_4,1
clkbuf_4,3
o21a_1,1
a21oi_1,2
dfstp_2,1
-- kinds of logic after synthesis --
kind of cell / count (synthesis)
and+or+nand+nor: 9
AOI/OAI and AO/OA: 10
buffers and inverters: 3
DFF: 5
adders and majority gates: 1
-- power by group --
| group | total (mW) | internal, mW | switching (mW) | leakage (nW) |
|---|---|---|---|---|
| registers | 0.0639 | 0.0604 | 0.00353 | 0.0597 |
| clock network | 0.0614 | 0.0417 | 0.0197 | 0.0150 |
| logic | 0.0269 | 0.0170 | 0.00996 | 0.108 |
| total | 0.152 | 0.119 | 0.0332 | 0.182 |
-- worst reg2reg max path, stage by stage, from the launching register on --
cell	delay (ns)
dfrtp_1	0.39
inv_1	0.10
ha_1	0.20
or4b_4	0.52
and3_4	0.20
o31a_1	0.27
Power is estimated from default activity; no workload was simulated.
