==> flow/design.v <==
`timescale 1ns/1ps
module Light_FSM #(parameter LIGHT_STATE_WIDTH=3)(
  input wire clk,
  input wire en,
  input wire rst_n,
  input wire light_cnt_last,
  input wire second_cnt_pre_last,
  output wire [LIGHT_STATE_WIDTH-1:0] light,
  output wire [LIGHT_STATE_WIDTH-1:0] light_cnt_init
);
  parameter IDLE = 2'b00;
  parameter GREEN = 2'b01;
  parameter YELLOW = 2'b10;
  parameter RED = 2'b11;
  parameter pGREEN_IDX = 0;
  parameter pYELLOW_IDX = 1;
  parameter pRED_IDX = 2;
  reg [1:0] light_current_state, light_next_state;
  reg [LIGHT_STATE_WIDTH-1:0] signal_current_light;
  reg [LIGHT_STATE_WIDTH-1:0] signal_current_init;
  reg [LIGHT_STATE_WIDTH-1:0] signal_next_light;
  reg [LIGHT_STATE_WIDTH-1:0] signal_next_init;
  wire last_cnt;
  assign last_cnt = light_cnt_last & second_cnt_pre_last;
  assign light = signal_current_light;
  assign light_cnt_init = signal_current_init;
  always @(posedge clk or negedge rst_n) begin
    if(!rst_n) begin
      light_current_state <= IDLE;
      signal_current_light <= 0;
      signal_current_init <= 0;
    end
    else if(en) begin
      light_current_state <= light_next_state;
      signal_current_light <= signal_next_light;
      signal_current_init <= signal_next_init;
    end
    else begin
      light_current_state <= IDLE;
      signal_current_light <= 0;
      signal_current_init <= 0;
    end
  end
  always @(*) begin
    light_next_state = IDLE;
    signal_next_light = 0;
    signal_next_init = 0;
    case(light_current_state)
      IDLE: begin 
        if(en) begin
          light_next_state = GREEN;
          signal_next_light[pGREEN_IDX] = 1'b1;
          signal_next_init[pGREEN_IDX] = 1'b1;
        end
        else begin
          light_next_state = IDLE;
          signal_next_light = 0;
          signal_next_init = 0;
        end
      end
      GREEN: begin
        if(last_cnt) begin
          light_next_state = YELLOW;
          signal_next_light[pYELLOW_IDX] = 1'b1;
          signal_next_init[pYELLOW_IDX] = 1'b1;
        end
        else begin
          light_next_state = GREEN;
          signal_next_light[pGREEN_IDX] = 1'b1;
          signal_next_init[pGREEN_IDX] = 1'b1;
        end
      end
      YELLOW: begin 
        if(last_cnt) begin
          light_next_state = RED;
          signal_next_light[pRED_IDX] = 1'b1;
          signal_next_init[pRED_IDX] = 1'b1;
        end
        else begin
          light_next_state = YELLOW;
          signal_next_light[pYELLOW_IDX] = 1'b1;
          signal_next_init[pYELLOW_IDX] = 1'b1;
        end
      end
      RED: begin 
        if(last_cnt) begin
          light_next_state = GREEN;
          signal_next_light[pGREEN_IDX] = 1'b1;
          signal_next_init[pGREEN_IDX] = 1'b1;
        end
        else begin
          light_next_state = RED;
          signal_next_light[pRED_IDX] = 1'b1;
          signal_next_init[pRED_IDX] = 1'b1;
        end
      end
    endcase
  end
endmodule
==> flow/run.sh <==
#!/bin/bash
# OpenROAD 26Q1-2900-gdf79404cd8, Yosys 0.63+post, stock flow scripts
make -C /OpenROAD-flow-scripts/flow DESIGN_CONFIG=/design/flow/config.mk WORK_HOME=/design/flow/orfs finish
==> flow/config.mk <==
export PLATFORM = sky130hd
export DESIGN_NAME = Light_FSM
export DESIGN_NICKNAME = Light_FSM
export VERILOG_FILES = /design/flow/design.v
export SDC_FILE = /design/flow/constraint.sdc
export NUM_CORES = 4
export LEC_CHECK = 1
export CORE_AREA = 10 10 70 70
export DIE_AREA = 0 0 80 80
==> flow/constraint.sdc <==
current_design Light_FSM

set clk_period 1.5
set clk_io_pct 0.2

create_clock -name clk0 -period $clk_period [get_ports {clk}]

set non_clock_inputs [all_inputs -no_clocks]
set_input_delay [expr $clk_period * $clk_io_pct] -clock clk0 $non_clock_inputs
set_output_delay [expr $clk_period * $clk_io_pct] -clock clk0 [all_outputs]
==> flow_summary.yaml <==
# physical design summary
status:
  run_status: "complete, no violations"
clocking:
  cts_setup_buffers: 0
  cts_root_buf: "sky130_fd_sc_hd__clkbuf_4"
  clock_tree.buffer_depth: 2
  cts.sink_count: 7
  cts-htree-levels: 1
  tritoncts.num_buffers: 3
  cts.repair.resized: 0
  hold_buffers: 0
  cts_tree: "done"
  worst_skew_pair.late_latency_ns: 0.25
  clk_transition_reported_paths_ns: 0.05
critical_path:
  endpoint_kind: "output pin"
  critical_path.startpoint_type: "register"
  r2r_slack_ns: 0.53
  timing.rr.end: "signal_current_init[0]"
  timing.rr.start: "light_current_state[3]"
  cp.required_ns: 1.20
  worst_path_dominant_cell_family: "buffers and inverters"
  critPathKind: "reg -> out"
  critPathSlowestCell: "sky130_fd_sc_hd__clkdlybuf4s50_1"
  critPathBufInv: 1
  crit_fanout: 2
  worst-endpoint-arrival_ns: 1.05
  cp_cell_sequence: "clkdlybuf4s50_1"
  max_stage_delay_ns: 0.46
  worst_case_reg_to_reg_path_depth: 2
yosys:
  yosys_register_bits: 7
  synth_area_sq_um: 302
  edf_count: 0
  synthMostInstantiatedCell: "sky130_fd_sc_hd__dfrtp_1"
  top_cell_type_by_total_area_after_synthesis: "sky130_fd_sc_hd__dfrtp_1"
  synth-cells-yosys: 25
  yosys_warnings: 1
  synthArstFlopShare: 1.00
  synthDominantCellAreaShare: 0.498
  post_synth_main_area_contributors: "sky130_fd_sc_hd__dfrtp_1, sky130_fd_sc_hd__dfstp_2, sky130_fd_sc_hd__buf_4, sky130_fd_sc_hd__a21bo_2, sky130_fd_sc_hd__o31a_1"
  synth_top_flop_cell: "sky130_fd_sc_hd__dfrtp_1"
  post_synth_inst_count: 25
  post_synth.cell_area_avg_sq_um: 12.1
  synth_chip_area_sq_um: 302
  synth_sequential_area_ratio: 0.585
  synth.distinct_cells: 13
  synth.top_cells.by_count: "sky130_fd_sc_hd__dfrtp_1, sky130_fd_sc_hd__a21oi_1, sky130_fd_sc_hd__buf_4"
global_routing:
  grt_start_max_net_pins: 8
  number_of_antenna_violations_at_the_first_check_in_global_routing: 0
  vias_in_the_first_global_route: 227
  globalRouteTotalUtil: 0.0193
  global_route_wire_length_before_repair_mm: 1.00
  grt-ovfl-total: 0
pwr:
  maximum_vdd_drop_mv: 0.164
  p_per_area_mw_per_mm2: 897
  leakage_power_nw: 0.182
placed_design:
  hpwl_um: 479
  port-buffer-count: 10
  detailed_place.area_sq_um: 444
  gp_routability_congestion: 0.846
timing:
  max_freq_mhz: 743
  hold_ws_ns: 0.305
  timing.final.crit_share: 0.898
  layout_min_cycle_time_ns: 1.35
  final_setup_fails: 0
  finalClockSkew_ns: 0.00291
  max_slew_margin: 0.788
  finalSetupTns_ns: 0
  finalHoldViolations: 0
  final-max-slew-violation-count: 0
  rsz0062_at_grt: "no"
  worst_pin_slew_ns: 0.318
cells_and_area:
  final_area_sq_um: 470
  drive_above_1_share: 0.189
  flow.area_growth_from_synthesis_pct: 56.0
  layout.filler_cells: 385
drt:
  antenna-diode-count: 0
  routed_wire_per_std_cell_um: 7.71
  first_pass_iters: 2
  routed-via-count: 243
  ant_nets: 0
  drt_first_iter_violations: 10
  avgViaCountPerCell: 2.93
  route.final.wire_length_um: 640
  drt_drc_violations_left: 0
die:
  num_io_pins: 11
  die-width_um: 80
  die_h_um: 80
  die_area_sq_mm: 0.00640
  floorplan.initialDensity: 0.0883
  core_area_sq_mm: 0.00342
  rows: 21
worst_hold_path:
  hold_class: "in -> async"
run:
  warning_count: 25
  drv_cap: 0
[worst max path at each step]
stage         slack (ns)  cells past startpoint                end                   start
CTS                 0.14                      1  light_cnt_init[2]  signal_current_init[2]
global route        0.10                      1           light[2]  signal_current_init[2]
finish              0.15                      1  light_cnt_init[1]  signal_current_init[1]
[registers in the layout (all words and copies together) (netlist names)]
signal	cells
light_current_state	4
signal_current_init	3
[placed cells by master, fill, tap and decap left out, drive strengths merged, types with 2 or more instances in the layout]
cell,synthesis,layout
dfrtp,6,6
a21bo,2,2
clkdlybuf4s50,0,10
a21oi,3,3
clkbuf,0,4
nand3,2,2
o31a,2,2
[metal layers]
metal,track usage,wire length [um],vias to the layer above
li1,-,-,114
met1,0.0250,312,110
met2,0.0257,207,16
met3,0.0102,97,3
met4,0.00880,21,0
met5,0,0,-
[final cells by class]
class	instances	area, sq um	area share
multi-input combinational	14	98.8	0.210
timing repair buffer	11	108	0.229
tap	46	57.6	0.122
inverter	1	3.75	0.00798
clock buffer	4	26.3	0.0559
sequential	7	176	0.375
[through the flow]
| step | cells | power (W) | util | setup slack, ns |
|---|---|---|---|---|
| 2_1_floorplan | 25 | 0.000221 | - | 0.580 |
| 3_3_place_gp | 79 | 0.000254 | 0.130 | 0.0523 |
| 4_1_cts | 83 | 0.000428 | 0.138 | 0.137 |
| 3_5_place_dp | 79 | 0.000254 | 0.130 | 0.0488 |
| 6_report | 83 | 0.000422 | 0.138 | 0.154 |
| 5_1_grt | 83 | 0.000450 | 0.138 | 0.103 |
[cell families (layout without fill, tap and decap cells)]
family / Yosys count / in the layout / synth area share
and+or+nand+nor: 5 / 5 / 0.0996
AOI/OAI and AO/OA: 9 / 9 / 0.228
DFF: 7 / 7 / 0.585
buffers and inverters: 4 / 16 / 0.0871
[power by group]
part           leakage [nW]  switching [W]  internal, W   total, W
clock                0.0150      0.0000699     0.000102   0.000171
combinational        0.0759      0.0000173    0.0000303  0.0000477
sequential           0.0907     0.00000460     0.000198   0.000203
Power figures rest on the tool's default switching activity, not on a simulated workload.
